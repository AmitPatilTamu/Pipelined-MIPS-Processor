`./run.sh`:
```
#!/bin/bash
# OpenROAD 26Q1-2900-gdf79404cd8, Yosys 0.63+post, stock flow scripts
make -C /OpenROAD-flow-scripts/flow DESIGN_CONFIG=/design/flow/config.mk WORK_HOME=/design/flow/orfs finish
```
`./config.mk`:
```
export PLATFORM = sky130hd
export DESIGN_NAME = RegisterFile
export DESIGN_NICKNAME = RegisterFile
export VERILOG_FILES = /design/flow/design.v
export SDC_FILE = /design/flow/constraint.sdc
export NUM_CORES = 4
export LEC_CHECK = 1
export CORE_UTILIZATION = 40
```
`./constraint.sdc`:
```
current_design RegisterFile

set clk_period 7.4
set clk_io_pct 0.2

create_clock -name clk0 -period $clk_period [get_ports {Clk}]

set non_clock_inputs [all_inputs -no_clocks]
set_input_delay [expr $clk_period * $clk_io_pct] -clock clk0 $non_clock_inputs
set_output_delay [expr $clk_period * $clk_io_pct] -clock clk0 [all_outputs]
```
`./design.v`:
```
`timescale 1ns / 1ps
module RegisterFile( 
output [31:0] BusA , 
output [31:0] BusB , 
input [31:0] BusW , 
input [4:0] RA, 
input [4:0] RB , 
input [4:0] RW, 
input RegWr , 
input Clk 
    );
reg [31:0] RF[31:0];
always @(posedge Clk) begin
if (RegWr) begin
    if (RW != 5'b00000) begin
        RF[RW] <= BusW;     
        end
end 
end
assign BusA = RA?RF[RA]:0;
assign BusB = RB?RF[RB]:0;
endmodule
```
==> results.py <==
# Generated from Yosys and OpenROAD reports
metrics = {
    "routing": {
        "ant_nets": 0,
        "drt-initial-drc-count": 1844,
        "viasPerCell": 6.32,
        "antenna_cells": 0,
        "wl_per_cell_um": 34.9,
        "drc": 0,
        "first_pass_iters": 5,
        "vias": 27900,
        "totalWireLength_mm": 154,
    },
    "critical_path": {
        "cp_slowest_stage_delay_ps": 760,
        "cpLargestDelayFamily": "buffers and inverters",
        "critical_path_arrival_ps": 5000,
        "crit_path_end_kind": "primary output",
        "crit_buf_inv": 4,
        "critPathKind": "primary input to primary output",
        "cp.required_ps": 5920,
        "crit_path_max_fanout": 18,
        "cpMaxStageDelayCell": "a211oi_1",
        "critical_path.cell_chain": "buf_2, inv_2, and3_2, buf_4, a211oi_1, clkdlybuf4s50_1",
        "start_kind": "primary input",
    },
    "global_route": {
        "grt_pass1_wl_mm": 219,
        "grt.total_usage_pct": 28.1,
        "grt_max_degree": 85,
        "grt_antenna_before_repair": 3,
        "grt_pass1_vias": 31400,
        "grt.overflow.total": 0,
    },
    "final_timing": {
        "timing.setup.tns_ps": 0,
        "maxSlewHeadroom_pct": 26.8,
        "setup_viol": 0,
        "finalCriticalPeriod_ps": 6480,
        "hold_violations": 0,
        "setup_slack_ps": 921,
        "period_used_pct": 87.6,
        "hold_ws_ps": 1600,
        "worst_pin_slew_ps": 1090,
        "rsz0062_at_grt": "false",
        "final-max-slew-violation-count": 0,
        "fmax_ghz": 0.154,
    },
    "placement": {
        "hpwl_mm": 87.5,
        "io_buffers": 112,
        "finalWeightedCongestion": 0.879,
        "dpl_worst_slack_ps": 1030,
        "place_area_mm2": 0.0514,
    },
    "logic_synthesis": {
        "mappedNetlistArea_mm2": 0.0479,
        "yosys_cells": 2564,
        "async_reset_ff_share_pct": 0,
        "ff_type": "edfxtp_1",
        "edf_count": 1024,
        "synth.avg_cell_area_um2": 18.7,
        "netlist.area_leader.share_pct": 64.2,
        "ys_seq_share_pct": 64.2,
        "synth_chip_area_mm2": 0.0479,
        "ys_top_cells_by_count": "1,024 x edfxtp_1, 320 x mux2i_1, 316 x mux4_2",
        "ys_types": 39,
        "yosys_warnings": 1,
        "synthMostInstantiatedCell": "edfxtp_1",
        "area_leaders": "edfxtp_1 64%, mux4_2 15%, mux2i_1 6.7%",
        "synth_flops": 1024,
        "postSynthCellCount": 2564,
        "top_area_cell": "edfxtp_1",
    },
    "finish": {
        "largest_register_ffs": 1024,
        "nFillCells": 9583,
        "fin_area_mm2": 0.0549,
        "reg_top3": "RF: 1024 flops",
        "area_growth_pct": 14.7,
        "top_register": "RF",
        "layout-drive-gt1-share_pct": 26.8,
        "final-comb-area_mm2": 0.0164,
        "register_area_mm2": 0.0307,
    },
    "floorplan": {
        "die_h_um": 348,
        "die_x_um": 348,
        "fp_util_pct": 40.5,
        "chipArea_mm2": 0.121,
        "coreArea_mm2": 0.118,
        "row_count": 126,
        "pin_count": 113,
    },
    "clock_tree": {
        "cts_resized": 0,
        "htree_levels": 3,
        "cts_tree": "done",
        "numCtsBuffers": 107,
        "clock_sinks": 1024,
        "cts_max_path_buffers": 3,
        "clk_pin_slew_worst_paths_ps": 60,
        "hold_buffers": 0,
        "cts_setup_buffers": 0,
        "root_buffer": "clkbuf_16",
    },
    "flow_run": {
        "cap_violations": 0,
        "warnings": 26,
    },
    "power_and_ir_drop": {
        "power.density_mw_per_mm2": 240,
        "ir_drop_uv": 181,
        "leakagePower_nw": 17.8,
    },
    "min_path": {
        "hp-class": "primary input to register",
    },
    "status": {
        "status": "finished clean",
    },
}
## cells in the final DEF (no fill, tap or decap), types with 5 or more instances in the layout
cell | Yosys | final
buf_4 | 53 | 123
a221oi_2 | 16 | 16
a311oi_1 | 32 | 32
a211oi_1 | 53 | 53
clkdlybuf4s50_1 | 0 | 102
clkinvlp_4 | 0 | 6
clkbuf_16 | 0 | 108
nand2_1 | 85 | 85
clkinv_2 | 0 | 15
bufinv_16 | 0 | 17
mux4_1 | 36 | 36
clkbuf_1 | 98 | 10
nor2b_1 | 37 | 32
mux2_2 | 64 | 64
nand4_1 | 32 | 32
mux2i_1 | 320 | 320
a221oi_1 | 38 | 38
nand3b_1 | 6 | 6
conb_1 | 1 | 32
o21ai_0 | 50 | 50
o221ai_1 | 64 | 64
edfxtp_1 | 1024 | 1024
a22oi_1 | 64 | 64
inv_6 | 0 | 5
mux4_2 | 316 | 316
nor2b_4 | 0 | 5
a211oi_2 | 11 | 11
o2111ai_1 | 10 | 10
nor2_4 | 0 | 33
clkinv_1 | 0 | 30
buf_12 | 0 | 8
a21oi_1 | 32 | 32
## per-stage QoR
step	util [%]	power (mW)	cells
final	46.4	13.2	4416
after detailed placement	43.4	7.80	4222
after floorplan	-	7.27	2595
after CTS	46.4	13.3	4416
after global placement	43.4	7.78	4222
after global routing	46.4	13.5	4416
## per-layer routing
metal	track usage (%)	wire length (µm)	vias up
met5	4.04	628	-
met4	7.88	5680	25
met3	24.9	30700	362
met2	39.9	70200	2235
met1	30.8	47100	13900
li1	-	-	11400
## path summary, 6_finish.rpt
kind,startpoint,to,depth (start not counted),slack (ps)
max,RB[4],BusB[20],6,920
min,BusW[14],RF[12][14],2,1600
## kinds of logic (layout without fill, tap and decap cells)
family / count (synthesis) / in the layout / synth area share (%)
flops: 1024 / 1024 / 64.2
simple gates: 212 / 212 / 2.18
other cells: 1 / 32 / 0.00783
buf+inv: 217 / 438 / 2.44
mux: 736 / 736 / 25.0
compound gates: 374 / 374 / 6.15
## report_power, final
part	switching [mW]	total, mW	internal, mW
registers	0.0351	6.50	6.47
logic	0.683	1.18	0.498
clock network	2.27	5.52	3.25
total	2.98	13.2	10.2
## area by class of cell
cell class	instances	share of cell area (%)
flip-flops and latches	1024	56.0
multi-input cells	1354	29.8
clock buffers	118	4.99
repair buffers	242	4.01
well taps	1600	3.64
clock inverters	76	1.52
inverters	2	0.0159
No activity file was given, so power comes from the tool's default toggle rates.
