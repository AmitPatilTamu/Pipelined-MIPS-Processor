### config.mk
export PLATFORM = sky130hd
export DESIGN_NAME = ALU
export DESIGN_NICKNAME = ALU
export VERILOG_FILES = /design/flow/design.v
export SDC_FILE = /design/flow/constraint.sdc
export NUM_CORES = 4
export LEC_CHECK = 1
export CORE_UTILIZATION = 30
### constraint.sdc
current_design ALU

set clk_period 19.2
set clk_io_pct 0.2

create_clock -name clk0 -period $clk_period

set non_clock_inputs [all_inputs -no_clocks]
set_input_delay [expr $clk_period * $clk_io_pct] -clock clk0 $non_clock_inputs
set_output_delay [expr $clk_period * $clk_io_pct] -clock clk0 [all_outputs]
### design.v
`timescale 1ns / 1ps
module ALU(BusW, Zero, BusA, BusB, ALUCtrl
    );
input wire [31:0] BusA, BusB;
output reg [31:0] BusW;
input wire [3:0] ALUCtrl ;
output wire Zero ;
wire less;
wire [63:0] Bus64;
assign Zero = BusW?0:1;
assign less = ({1'b0,BusA} < {1'b0,BusB}  ? 1'b1 : 1'b0);
always@(*)begin	
	case (ALUCtrl)
	4'b0000:   BusW <= BusA & BusB;
	4'b0001:    BusW <= BusA | BusB;
	4'b0010:   BusW <= BusA + BusB;
	4'b1000:  BusW <= BusA + BusB;  
	4'b0011:   BusW <= BusB<<BusA;
	4'b0100:   BusW <= BusB>>BusA;
	4'b0110:   BusW <= BusA + (~BusB +1);  
	4'b1001:  BusW <= BusA + (~BusB +1);  
	4'b1010:   BusW <= BusA^BusB;
	4'b1100:   BusW <= ~(BusA|BusB);
	4'b0111:   begin 
	        if ($signed(BusA) < $signed(BusB)) begin    
		           BusW <= 1;
		    end else begin
		           BusW <= 0;
		    end
		    end
	4'b1011:  BusW <= less;
	4'b1101:   BusW <= $signed(BusB)>>>BusA;  
	4'b1110:   BusW <= BusB<<16;  
	default:BusW <= BusA;
	endcase
end
endmodule
### run.sh
#!/bin/bash
# OpenROAD 26Q1-2900-gdf79404cd8, Yosys 0.63+post, stock flow scripts
make -C /OpenROAD-flow-scripts/flow DESIGN_CONFIG=/design/flow/config.mk WORK_HOME=/design/flow/orfs finish
==> summary.txt <==
Flow results.

- The cell with the most instances after synthesis is nand2_1.
- The overall power after layout is approximately 420 µW.
- Before placement the cells fill 30.66% of the core.
- In this run the layout overhead on the synthesized area is reported as 13.54%.
- Pin placement for this block handled 101 I/O pins.
- The design has 0 sequential cells.
- The number of max-slew violations in the final report is 0.
- The power report shows net switching accounting for between 60% and 70% of the total.
- Leaving out filler cells and counting taps, the final layout contains approximately 2200.
- For reference, the critical path cell chain is clkdlybuf4s50_1 -> buf_4 -> inv_1 -> ha_1 -> o211ai_1 -> o21ai_0 -> a211oi_2 -> o2111ai_1 -> o311ai_0 -> nor4_1 -> a32oi_1 -> nor4_1 -> nand4_1 -> nor4_2 -> nand4_1 -> nor4_2 -> clkdlybuf4s50_1.
- The reported leakage power is 5.038 nW.
- Fill cells in the final layout number 3926.
- Ranked by total cell area, the synthesized netlist is headed by ha_1 (11%), mux2i_1 (7.1%), a21oi_1 (5.9%).
- In this run the standard cell core region covers between 30000 and 40000 µm².
- During placement, the flow inserted port buffers numbering 101.
- The worst setup path is captured at an output pin.
- Setup total negative slack on the finished layout was measured at 0 ns.
- The synthesized design devotes to its leading area cell type between 10% and 20% of total area.
- Warnings raised by the tools during the run amount to a little over 100.
- From bottom edge to top edge, the die measures 195.9 µm.
- After Yosys synthesis, AND-OR and OR-AND compound gates account for 37.10% of the synthesized area.
- After synthesis, the netlist uses 93 different library cells.
- The script parses the final routing iteration and logs DRC violations as 0.
- The register area is 0 µm².
- The power per standard cell area is 33.13 nW/µm².
- Per the slew report, the remaining headroom to the max-slew limit stands at 26.08%.
- For this block, the routed nets add up to 73260 µm of wire.
- Entering global routing, the biggest net connects 61 pins.
- The number of cells reported by Yosys stat comes to 1670.
- The worst min-delay path class is in -> out.
- The count of antenna-violating nets left after detailed routing is 0.
- The length of the first detailed-routing pass in iterations is 6.
- The cell with the biggest individual delay on the critical path is o21ai_0.
- The total die size is about 38000 µm².
- After synthesis, the largest family of logic cells by area is AND-OR/OR-AND gates.
- The synthesized design spends more area on one cell type than any other, namely ha_1.
- Overall routing resource usage recorded by global route was 38.27%.
- The category of the most critical setup path is in -> out.
- The number of DRC markers after the initial detailed-route iteration is about 1900.
- The synthesized netlist devotes between 10% and 20% of its cell area to adder and majority cells.
- Summing the areas of all and, or, nand and nor instances in the mapped netlist gives 23.58% of the synthesized area.
- Of the total synthesized cell area, the portion taken by XOR and XNOR cells is 1.708%.
- The area taken by multi-input combinational cells is reported as between 10000 and 15000 µm².
- The critical path data arrival time is between 9 and 10 ns.
- Per the detail_route report, routed wire per instance is 33.68 µm.
- The tally of clock buffers in the finished layout is 0.
- The number of gates resized after CTS is 0.
- The initial antenna violation count is 4.
- The mean cell area of the mapped netlist is 6.754 µm².
- The peak supply drop is ~0.000012 V.
- The post-route worst hold slack is 8.787 ns.
- Counting instances in the post-synthesis netlist gives the leading cell types as nand2_1 (168), nor2_1 (156), a21oi_1 (132).
- The final clock period utilization by the worst path is 70.78%.
- Per the final layout report, the fraction of cells sized above drive strength 1 comes to between 10% and 20%.
- Setup repair after global routing left no endpoint under its margin.
- The cell count after synthesis is 1670.
- The placement-stage worst setup slack is 5.781 ns.
- Per the run summary, max-cap violations total 0.
- For reference, the final report shows the hold violation count at 0.
- The setup fix buffers added after clock tree synthesis is 0.
- The via count of the first global-routing pass was 13980.
- According to the Yosys statistics, the synthesized design has a chip area of 11280 µm².
- Measured along the x axis, the die boundary spans 195.9 µm.
- Once routing completed, OpenROAD measured the worst setup slack at 5.610 ns.
- The area fraction in mux cells is 17.08%.
- Including well taps, the total number of placed cells is 2169.
- The nature of the critical path startpoint is a primary input.
- The required time reported for the critical path endpoint is 15.36 ns.
- For the pin with the worst max-slew slack, the measured transition is 1.109 ns.
- In this run, post-CTS hold repair placed 0 buffers.
- The share of the yosys chip area belonging to registers is 0%.
- The largest single stage delay on the critical path is 0.62 ns.
- The half-perimeter wire length after detailed placement is 56340 µm.
- The post-synthesis instance area is 11280 µm².
- The warning tally printed by Yosys for this design is 1.
- The number of placement rows is 70.
- In this run the worst path has a maximum fanout of 28.
- In the routed layout, each cell is associated on average with a via count of 6.856.
- The routability-driven placement congestion ratio is 1.113.
- The via count is 14910.
- The script extracted a net switching power of 271.2 µW.
- The flow ran to the end, and the final reports show no timing, DRC or antenna violations.
- The clock period minus final worst setup slack is 13.59 ns.
- The first-pass GRT wire length is 104600 µm.
- Setup violations remaining at the end of the flow were counted as 0.
- Recorded from the global router log, the overflow total was 0.
- In this build the clock could be raised as far as between 70 and 80 MHz.
- The cell-internal power is 153.1 µW.
-- power groups by stage --
| stage | Clock [mW] | Combinational (mW) | Sequential, mW |
|---|---|---|---|
| CTS | 0 | 0.409 | 0 |
| global route | 0 | 0.443 | 0 |
-- critical path: cells and delay by family --
| kind | cells | cell delay (ns) |
|---|---|---|
| AND/OR/NAND/NOR | 6 | 1.77 |
| AND-OR/OR-AND | 6 | 1.84 |
| buffers and inverters | 4 | 1.64 |
| adder cells (fa/ha/maj) | 1 | 0.61 |
-- final cells by class --
cell class / count / area share [%]
antenna: 6 / 0.1172
inverter: 97 / 2.853
multi-input combinational: 1434 / 80.66
tap: 468 / 4.572
timing repair buffer: 170 / 11.80
-- final timing paths --
check | slack [ns] | cells past startpoint | endpoint | from
min | 8.79 | 4 | BusW[28] | BusA[28]
max | 5.61 | 17 | Zero | BusA[4]
-- logic make-up after synthesis --
group | Yosys count
buf+inv | 236
fa+ha+maj | 105
simple gates | 554
xor+xnor | 22
mux | 148
compound gates | 605
-- placed cells by master (no fill, tap or decap), types with 17 or more instances in the layout --
cell type          n
ha_1             103
nor2b_1           18
a22oi_1           19
o21ai_0           84
a21oi_1          131
nand3_1           41
o211ai_1          30
buf_4             70
nor4_1            22
inv_1             92
a221oi_1          20
a211oi_1          39
o22ai_1           37
mux2i_1           80
clkdlybuf4s50_1   97
o31ai_1           19
mux2_2            30
mux4_2            29
nor3_1            49
o21bai_1          17
nor2_1           156
a31oi_1           24
nand2_1          168
-- stage by stage --
step / instance area [µm²] / util (%)
after floorplan: 11280 / -
after global placement: 12790 / 34.78
after detailed placement: 12790 / 34.78
after CTS: 12790 / 34.78
after global routing: 12790 / 34.78
final: 12810 / 34.82
-- per-layer routing --
layer / share of wire (%) / vias to the layer above / track usage [%]
met5: 0.085 / - / 1.149
met4: 6.5 / 6 / 20.49
met3: 11 / 240 / 9.754
met2: 42 / 1073 / 56.10
met1: 40 / 7145 / 51.52
li1: - / 6448 / -
Power is estimated from default activity; no workload was simulated.
