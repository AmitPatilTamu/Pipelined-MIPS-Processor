==> design.v <==
`timescale 1ns / 1ps
`timescale 1ns / 1ps
module DataMemory(
 output reg [31:0] ReadData, 
 input [5:0] Address,
 input [31:0] WriteData,
 input MemoryRead,
 input MemoryWrite, 
 input Clock 
    );
reg [31:0] DM[63:0];
always @(negedge Clock) begin
if (MemoryWrite) begin
   DM[Address] <= WriteData;   
end
end   
always @(posedge Clock) begin
if (MemoryRead) begin
   ReadData <= DM[Address];
end 
end   
endmodule
==> run.sh <==
#!/bin/bash
# OpenROAD 26Q1-2900-gdf79404cd8, Yosys 0.63+post, stock flow scripts
make -C /OpenROAD-flow-scripts/flow DESIGN_CONFIG=/design/flow/config.mk WORK_HOME=/design/flow/orfs finish
==> config.mk <==
export PLATFORM = sky130hd
export DESIGN_NAME = DataMemory
export DESIGN_NICKNAME = DataMemory
export VERILOG_FILES = /design/flow/design.v
export SDC_FILE = /design/flow/constraint.sdc
export NUM_CORES = 4
export LEC_CHECK = 1
export CORE_UTILIZATION = 50
==> constraint.sdc <==
current_design DataMemory

set clk_period 45.4
set clk_io_pct 0.2

create_clock -name clk0 -period $clk_period [get_ports {Clock}]

set non_clock_inputs [all_inputs -no_clocks]
set_input_delay [expr $clk_period * $clk_io_pct] -clock clk0 $non_clock_inputs
set_output_delay [expr $clk_period * $clk_io_pct] -clock clk0 [all_outputs]
==> flow_summary.rst <==
Flow metrics
------------

.. list-table::
   :header-rows: 1

   * - Metric
     - Value
   * - Run status
     - complete, no violations
   * - Comb area leader
     - AND-OR/OR-AND gates
   * - Worst Setup End Kind
     - flip-flop
   * - Crit path DAT
     - about 12 ns
   * - Share of the synthesized area in the top cell type
     - 0.793
   * - Final non-filler cell area
     - 97,800 um2
   * - Path type of the worst setup path
     - in2reg
   * - Setup Fix Bufs, Post-CTS
     - 0
   * - Number of synthesized register bits
     - about 2,100
   * - Leading post-synthesis cells by instance count
     - 2,080 x sky130_fd_sc_hd__edfxtp_1, 339 x sky130_fd_sc_hd__a221oi_1, 267 x sky130_fd_sc_hd__a22oi_1, 214 x sky130_fd_sc_hd__mux2i_1, 214 x sky130_fd_sc_hd__o21ai_0
   * - Ys cells
     - roughly 4,500
   * - Number of I/O pins
     - about 73
   * - Number of enable-type register cells in the synthesized netlist
     - 2,080
   * - Avg Cell Area, Syn
     - 17.5 um2
   * - Max Root-Sink Buffers
     - 3
   * - Final routed DRC violation total
     - 0
   * - Critical Path Fanout Max
     - 52
   * - RSZ-0062 raised after global routing
     - false
   * - Cells traversed along the worst timing path
     - buf_8, and2_4, buf_4, nand3_1, buf_4, nor2_4, buf_4
   * - Root buffer selected by CTS
     - sky130_fd_sc_hd__clkbuf_16
   * - Leading area contributor after synthesis
     - sky130_fd_sc_hd__edfxtp_1
   * - Mux cell area share
     - 0.0468
   * - CTS resizes
     - 0
   * - Weighted congestion reported at the end of routability-driven placement
     - 1.03
   * - Floorplan Utilization
     - 0.504
   * - Vias in the first global route
     - around 56,000
   * - End-of-flow core utilization
     - 0.626
   * - Setup tns final
     - 0 ns
   * - Clock latency on the worst-skew pair
     - slightly above 0.8 ns
   * - Static leakage power
     - 39.6 nW
   * - First-pass DRT Iterations
     - 6
   * - Sum of overflow across all layers after global routing
     - 0
   * - CP Buf/Inv Count
     - 4
   * - FF+latch area
     - between 60,000 and 70,000 um2
   * - Detailed-placement wirelength estimate
     - ~140,000 um
   * - Setup violation total in the final timing report
     - 0
   * - Required time at the worst-slack endpoint
     - approximately 23 ns
   * - AND/OR/NAND/NOR Cells, Area Fraction
     - 0.0263
   * - Core Rows
     - about 150
   * - Cell class contributing the biggest share of worst-path delay
     - buffers and inverters
   * - Most common cell type on the critical path
     - sky130_fd_sc_hd__buf_4
   * - Placeable Area
     - 156,000 um2
   * - Type of the worst min-delay path
     - in2reg
   * - Power Dens Cells
     - 49.8 nW/um2
   * - CTS buffer count
     - ~210
   * - Number of buffers inserted by port buffering
     - 72
   * - Peak VDD IR
     - about 37 uV
   * - Yosys synthesis chip area
     - 78,800 um2
   * - TritonCTS clock tree
     - done
   * - Clock-pin slew of the registers on the worst-case setup and hold paths
     - 0.06 ns
   * - Die area
     - roughly 160,000 um2
   * - Die Ht
     - about 400 um
   * - Number of max-capacitance violations reported
     - 0
   * - Max-slew violation count
     - 0
   * - Post-Place Cell Area
     - 82,700 um2
   * - Final clock skew
     - between 0.06 and 0.07 ns
   * - WL/cell
     - about 26 um
   * - Adder and majority cell fraction of the synthesized area
     - 0
   * - Startpoint types
     - primary input
   * - First-pass GRT wire length
     - roughly 340,000 um
   * - Fraction of final layout cells with drive strength greater than 1
     - 0.115
   * - Netlist cell types
     - 49
   * - Headroom to the max-slew limit
     - 0.213
   * - Post-synthesis compound-gate area fraction
     - 0.115
   * - DP Cell Count
     - around 6,500
   * - Pin count of the biggest net entering global routing
     - 102
   * - Total count of hold-check failures in the final report
     - 0
   * - Sequential cell area fraction in the yosys report
     - 0.793
   * - Delay contributed by the slowest stage of the critical path
     - 0.65 ns
   * - Synthesized instance count
     - 4,489
   * - Most instantiated library cell after synthesis
     - sky130_fd_sc_hd__edfxtp_1
   * - Tally of yosys warning messages
     - 1
   * - Cells taking the most area after synthesis
     - sky130_fd_sc_hd__edfxtp_1 79%, sky130_fd_sc_hd__a221oi_1 3.8%, sky130_fd_sc_hd__mux2i_1 2.7%, sky130_fd_sc_hd__a22oi_1 2.5%, sky130_fd_sc_hd__o21ai_0 1.4%
   * - Fillers
     - about 11,000
   * - Proportion of synthesized flip-flops having asynchronous set or reset
     - 0
   * - Number of antenna violations at the first check in global routing
     - 7
   * - Multi-input gate area
     - ~15,000 um2
   * - Tally of nets with antenna violations remaining after routing
     - 0
   * - # hold bufs at CTS
     - 0
   * - XOR/XNOR share of the synthesized area
     - 0
   * - Non-filler instance count after layout
     - approximately 9,000
   * - Initial DRC Count
     - 3,814
   * - Count of tool warnings
     - ~1,000
   * - Width of the die
     - around 400 um
   * - Summed instance area of the synthesized netlist
     - between 70,000 and 80,000 um2
   * - Drt via density
     - 5.67
   * - CP max stage cell
     - sky130_fd_sc_hd__buf_4
   * - Global Route Usage Sum
     - 0.338
   * - Number of vias after detailed routing
     - just over 50,000
   * - Total wire length
     - approximately 240,000 um
   * - Area overhead of the layout relative to synthesis
     - 24.2%
   * - Actual transition at the worst max-transition pin
     - 1.17 ns
   * - Number of clock sinks seen by CTS
     - between 2,000 and 2,500
   * - Flip-flop cell with the highest count after synthesis
     - sky130_fd_sc_hd__edfxtp_1
   * - H-tree level count
     - 4
[flip-flops by register name (all words and copies together), names as in the netlist]
signal and flops:
DM 2048, ReadData 32
[path summary, 6_finish.rpt]
check / from / to / slack [ns] / cells after the start
max: Address[1] / DM[39][11] / 10.84 / 7
min: MemoryRead / ReadData[18] / 8.89 / 2
max reg2reg: DM[48][13] / ReadData[13] / 19.62 / 5
min reg2reg: DM[42][0] / ReadData[0] / 23.48 / 4
[placed cells by master (no fill, tap or decap), types with 11 or more instances in the layout]
cell / n
sky130_fd_sc_hd__bufinv_16: 35
sky130_fd_sc_hd__inv_4: 13
sky130_fd_sc_hd__buf_4: 226
sky130_fd_sc_hd__a222oi_1: 15
sky130_fd_sc_hd__a211oi_1: 28
sky130_fd_sc_hd__o211ai_1: 18
sky130_fd_sc_hd__a221oi_1: 339
sky130_fd_sc_hd__nand2_1: 158
sky130_fd_sc_hd__o21ai_1: 12
sky130_fd_sc_hd__o2111ai_1: 15
sky130_fd_sc_hd__buf_2: 33
sky130_fd_sc_hd__o21ai_0: 214
sky130_fd_sc_hd__nor2_4: 67
sky130_fd_sc_hd__nor3_1: 31
sky130_fd_sc_hd__nor2_1: 139
sky130_fd_sc_hd__a22oi_1: 267
sky130_fd_sc_hd__edfxtp_1: 2080
sky130_fd_sc_hd__a31oi_1: 13
sky130_fd_sc_hd__clkdlybuf4s50_1: 36
sky130_fd_sc_hd__or3_1: 14
sky130_fd_sc_hd__clkbuf_16: 222
sky130_fd_sc_hd__nand3_1: 20
sky130_fd_sc_hd__a21oi_1: 152
sky130_fd_sc_hd__mux4_2: 34
sky130_fd_sc_hd__inv_1: 2106
sky130_fd_sc_hd__o22ai_1: 115
sky130_fd_sc_hd__a221o_1: 14
sky130_fd_sc_hd__mux2_2: 69
sky130_fd_sc_hd__a22o_1: 38
sky130_fd_sc_hd__clkinvlp_2: 56
sky130_fd_sc_hd__or4_1: 16
sky130_fd_sc_hd__mux2i_1: 214
sky130_fd_sc_hd__o32ai_1: 11
[power breakdown]
group          total (mW)  switching (mW)  internal, mW
registers            2.15         0.00410          2.15
clock network        2.49            1.16          1.32
logic               0.232           0.172        0.0606
total                4.87            1.34          3.53
[worst reg2reg max path, cell delays in order, from the launching register on]
cell,delay (ns)
sky130_fd_sc_hd__edfxtp_1,0.37
sky130_fd_sc_hd__a221oi_1,0.40
sky130_fd_sc_hd__nor3_1,0.10
sky130_fd_sc_hd__nor3_1,0.72
sky130_fd_sc_hd__o2111ai_1,0.70
sky130_fd_sc_hd__or3_1,0.57
[cell type report]
class | count | area share
Inverter | 2 | 0.000179
Tap cell | 2058 | 0.0263
Timing Repair Buffer | 300 | 0.0236
Antenna cell | 8 | 0.000205
Sequential cell | 2080 | 0.639
Clock inverter | 2225 | 0.0969
Clock buffer | 224 | 0.0570
Multi-Input combinational cell | 2067 | 0.157
[metrics by stage]
step           total power, mW  worst slack, ns  hold slack (ns)
6_report                  4.87            10.84             8.89
5_1_grt                   5.18            10.83             8.87
4_1_cts                   4.93            11.01             8.85
3_5_place_dp              2.67            10.20             9.73
3_3_place_gp              2.67            10.20             9.72
2_1_floorplan             2.54            10.49             9.19
[routing by layer]
layer  routed length (um)  up-vias  global-route usage
met2               109000     2877               0.452
li1                     -    23078                   -
met1                76800    24431               0.397
met4                 8470       20               0.149
met3                41000      436               0.288
met5                  707        -              0.0318
[logic make-up after synthesis]
group	after synthesis
flip-flops	2080
AND-OR/OR-AND	1269
buffers and inverters	342
multiplexers	317
AND/OR/NAND/NOR	481
Power figures rest on the tool's default switching activity, not on a simulated workload.
